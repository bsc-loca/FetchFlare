## ./constraint.sdc

```tcl
current_design fetchflare_arbiter_pref

set clk_period 2.0
set clk_io_pct 0.2

create_clock -name clk0 -period $clk_period [get_ports {clk}]

set non_clock_inputs [all_inputs -no_clocks]
set_input_delay [expr $clk_period * $clk_io_pct] -clock clk0 $non_clock_inputs
set_output_delay [expr $clk_period * $clk_io_pct] -clock clk0 [all_outputs]
```

## ./run.sh

```bash
#!/bin/bash
# OpenROAD 26Q1-2900-gdf79404cd8, Yosys 0.63+post, stock flow scripts
make -C /OpenROAD-flow-scripts/flow DESIGN_CONFIG=/design/flow/config.mk WORK_HOME=/design/flow/orfs finish
```

## ./design.v

```verilog
module fetchflare_arbiter_pref #(
parameter    ARBITER_WIDTH    = 4        
)
(    
   clk, 
   reset, 
   request, 
   grant,
   any_grant
);
    input     [ARBITER_WIDTH-1            :    0]    request;
    output    [ARBITER_WIDTH-1            :    0]    grant;
    output                                           any_grant;
    input                                            reset,clk;
    wire        [ARBITER_WIDTH-1             :    0]    termo1,termo2,mux_out,masked_request,edge_mask;
    reg         [ARBITER_WIDTH-1             :    0]    pr;
    fetchflare_thermo_gen_pref #(
        .WIDTH(ARBITER_WIDTH)
    ) tm1
    (
        .in(request),
        .out(termo1)
    );
    fetchflare_thermo_gen_pref #(
        .WIDTH(ARBITER_WIDTH)
    ) tm2
    (
        .in(masked_request),
        .out(termo2)
    );
    assign mux_out=(termo2[ARBITER_WIDTH-1])? termo2 : termo1;
    assign masked_request= request & pr;
    assign any_grant=termo1[ARBITER_WIDTH-1];
    always @ (posedge clk )begin 
            if(reset) pr<= {ARBITER_WIDTH{1'b1}};
        else begin 
            if(any_grant) pr<= edge_mask;
        end
    end
    assign edge_mask= {mux_out[ARBITER_WIDTH-2:0],1'b0};
    assign grant= mux_out ^ edge_mask;
endmodule
module fetchflare_thermo_gen_pref #(
    parameter WIDTH=16
)(
    input  [WIDTH-1    :    0]in,
    output [WIDTH-1    :    0]out
);
    genvar i;
    generate
    for(i=0;i<WIDTH;i=i+1)begin :lp
        assign out[i]= | in[i    :0];    
    end
    endgenerate
endmodule
```

## ./config.mk

```make
export PLATFORM = sky130hd
export DESIGN_NAME = fetchflare_arbiter_pref
export DESIGN_NICKNAME = fetchflare_arbiter_pref
export VERILOG_FILES = /design/flow/design.v
export SDC_FILE = /design/flow/constraint.sdc
export NUM_CORES = 4
export LEC_CHECK = 1
export CORE_AREA = 10 10 70 70
export DIE_AREA = 0 0 80 80
```

==> notes.md <==
run metrics: status=completed, endpoints failing setup=0, Internal=between 0.2 and 0.25 mW, global-route wire length before repair=~1400 um, Synth Area in Adders=0%, Max Slew Vio Count=0, flip-flops with a built-in enable=0, Die Y=~80 um, Total Neg Setup Slack=0 ns, Port Buf Inserts=10, Post-Place Cell Area=approximately 460 um^2, combinational fraction of design power=around 30%, DR vias/cell=around 3.2, io pins=11, Slew HR=roughly 86%, min cycle time layout=1.92 ns, vias in the first global route=between 300 and 400, total core area=~3400 um^2, worst hold slack=~0.51 ns, WP data required=~1.6 ns, Max-area cell share=between 30% and 40%, Layout Utilization=between 10% and 20%, share of cells above drive strength 1=49.1%, Late-Pin Clk Latency=about 0.23 ns, Log Warnings=25, Die X=approximately 80 um, YS chip area=~250 um^2, yosys xor share=0%, asr flop ratio synth=0%, Reg with most FFs=pr, cts bufs inserted=3, clk buf depth=2, Final Cell Area=approximately 520 um^2, Seq share, synth=32.2%, DRC viols=0, core utilization before placement=under 10%, # H-tree levels=1, via count=317, P_leak=0.230 nW, unrepaired setup endpoints after global routing=false, hold crit path type=reg2reg, drt pass-1 iters=4, GP Congestion=between 0.6 and 0.7, pwr dens=about 520 nW/um^2, WL/cell=between 8 and 9 um, Simple-Gate Area Share=around two fifths, initial antenna violation count=0, count of hold-fix buffers inserted at cts=0, Critical Path AT=1.52 ns, post-synth top area cell=dfxtp_1, Mapped Area=approximately 250 um^2, final hold viol count=0, top cells by count, synth=nand2_1 (6), dfxtp_1 (4), nand3_1 (3), a22oi_1 (2), inv_1 (2), CTS tree=done, Crit. End Element=output pin, transition time of the tightest slew-check pin=around 0.21 ns, Synth Instances=30, Post-Synth AOI/OAI Area=around 22%, clock share of power=between 30% and 40%, Cell area leaders=dfxtp_1 (32%), nand2_1 (9.0%), nor4_4 (8.5%), skew final=about 0.00043 ns, Synth Register Bits=4, area fraction in mux cells=0%, max FFs per register=4, Tcrit/Tclk final=roughly 96%, Fmax=between 500 and 600 MHz, GR Overflow Total=0, startpoint types=input pin, clock slew at reported path FFs=around 0.040 ns, row cnt=21, Yosys Instances=30, Net Sw Frac=25.2%, sw power=between 0.06 and 0.07 mW, Max VDD drop=between 90 and 100 uV, drt initial violations=13, pin count of the biggest net entering global routing=6, Sink Count=4, Post-Synthesis Mean Instance Area=about 8.3 um^2, n_diodes=0, post-detail-place hpwl=668 um, most common flop cell mapped by yosys=dfxtp_1, Yosys cell types=18, chip area=6400 um^2, Setup CP Type=in2out, P&R area growth vs syn=110%, Max-Cap Viols=0, Synth logic family=simple AND/OR/NAND/NOR gates, ANT nets after route=0, CP Max Fanout=4, sequential power share=~34%, Total GRT Usage=2.78%, Largest regs=pr (4), YS warnings=1, Routed WL=approximately 850 um, Clock Tree Root=clkbuf_4, most common cell in the netlist=nand2_1
==> through the flow <==
stage / worst slack (ns) / power, mW / cells
global route: 0.00608 / 0.290 / 99
floorplan: 0.703 / 0.118 / 30
global placement: -0.491 / 0.165 / 93
CTS: 0.00208 / 0.273 / 98
finish: 0.0843 / 0.270 / 99
detailed placement: -0.476 / 0.166 / 93
==> cell usage in the layout (no fill, tap or decap) <==
cell,instances
dlymetal6s2s_1,1
inv_1,2
nor2_1,1
nand3b_1,1
nand3_1,2
nand3_2,1
a22o_2,1
a21o_2,1
a22oi_1,1
a22oi_2,1
clkbuf_2,2
nand2_2,1
clkdlybuf4s50_1,3
o21a_1,1
nor3_2,2
dlygate4sd2_1,3
nor2b_1,1
dfxtp_1,4
clkbuf_4,3
a31o_1,1
nand2_1,5
a21oi_1,1
nor4_4,1
buf_4,11
clkdlybuf4s15_2,1
nor3b_4,1
==> layer usage <==
layer,part of all wire (%),global-route usage (%),vias up
met3,9.3,1.59,0
met1,42,3.46,153
li1,-,-,153
met2,49,4.09,11
met4,0,0.528,0
met5,0,0,-
==> kinds of logic after synthesis <==
| group | Yosys count |
|---|---|
| AND/OR/NAND/NOR | 16 |
| AND-OR/OR-AND | 7 |
| flip-flops | 4 |
| buffers and inverters | 3 |
==> final cells by class <==
type	instances	area, um^2
inverters	2	7.51
clock buffers	3	22.5
repair buffers	21	173
flip-flops and latches	4	80.1
well taps	46	57.6
multi-input cells	23	183
fillers	387	2890
==> critical path: stages <==
cell and delay [ns]:
clkdlybuf4s15_2 0.23, a22oi_2 0.26, nand3_2 0.10, nand2_1 0.07
clkdlybuf4s50_1 0.46
==> timing repair <==
item | CTS | global route
pin swaps | 3 | 5
setup endpoints to repair | 5 | 4
setup buffers | 2 | 1
resized | 13 | 6
==> power groups by stage <==
| stage | Sequential [mW] | Combinational (mW) | Clock [mW] |
|---|---|---|---|
| CTS | 0.0907 | 0.0794 | 0.103 |
| global route | 0.0916 | 0.0906 | 0.108 |
| finish | 0.0907 | 0.0806 | 0.0988 |
==> worst paths after layout <==
check                           slack [ns]                from                  to  cells past startpoint
worst max-delay path                  0.08          request[2]            grant[0]                      5
worst min-delay path                  0.51  pr[0]$_SDFFE_PP1P_  pr[0]$_SDFFE_PP1P_                      1
worst max register to register        0.94  pr[0]$_SDFFE_PP1P_  pr[2]$_SDFFE_PP1P_                      4
worst min register to register        0.51  pr[0]$_SDFFE_PP1P_  pr[0]$_SDFFE_PP1P_                      1
Power and IR drop assume default switching activity.
