==> flow/design.v <==
module fetchflare_bram_based_fifo  #(
        parameter Dw = 160, 
        parameter B  = 16 
        )(
        din,   
        wr_en, 
        rd_en, 
        dout,  
        full,
        nearly_full,
        empty,
        reset,
        clk,
        rd_ptr,
        wr_ptr
        );
    function integer log2;
        input integer number; begin   
            log2=(number <=1) ? 1: 0;    
            while(2**log2<number) begin    
                log2=log2+1;    
            end        
        end   
    endfunction  
    localparam  B_1 = B-1,
        Bw = log2(B),
        DEPTHw=log2(B+1);
    localparam  [Bw-1   :   0] Bint =   B_1[Bw-1    :   0];
    input [Dw-1:0] din;      
    input          wr_en;    
    input          rd_en;    
    output reg [Dw-1:0]  dout;     
    output         full;
    output         nearly_full;
    output         empty;
    input          reset;
    input          clk;
           reg [Dw-1       :   0] queue [B-1 : 0]  ;
    output reg [Bw- 1      :   0] rd_ptr;
    output reg [Bw- 1      :   0] wr_ptr;
           reg [DEPTHw-1   :   0] depth;
    always @(posedge clk)
    begin
        if (wr_en)
            queue[wr_ptr] <= din;
        if (rd_en)
            dout <=   queue[rd_ptr];
    end
    always @(posedge clk)
    begin
        if (reset) begin
            rd_ptr <= {Bw{1'b0}};
            wr_ptr <= {Bw{1'b0}};
            depth  <= {DEPTHw{1'b0}};
        end
        else begin
            if (wr_en)
            wr_ptr <= (wr_ptr==Bint)? {Bw{1'b0}} : wr_ptr + 1'b1;
            if (rd_en) rd_ptr <= (rd_ptr==Bint)? {Bw{1'b0}} : rd_ptr + 1'b1;
            if (wr_en & ~rd_en) depth <=  depth + 1'b1;
            else if (~wr_en & rd_en) depth <=  depth - 1'b1;
        end
    end
    localparam  [DEPTHw-1   :   0] Bint2 =   B_1[DEPTHw-1   :   0];
    assign full = depth == B [DEPTHw-1   :   0];
    assign nearly_full = depth >=Bint2;  
    assign empty = depth == {DEPTHw{1'b0}};
    //synthesis translate_off
    //synopsys  translate_off
    always @(posedge clk)
    begin
        if(~reset)begin
            if (wr_en && depth == B[DEPTHw-1   :   0] && !rd_en) begin
                $display(" %t: ERROR: Attempt to write to full FIFO: %m",$time);
                $finish;
            end   
            if (rd_en && depth == {DEPTHw{1'b0}}) begin
                $display("%t: ERROR: Attempt to read an empty FIFO: %m",$time);
                $finish;
            end
        end 
    end
    //synopsys  translate_on
    //synthesis translate_on
endmodule  
==> flow/run.sh <==
#!/bin/bash
# OpenROAD 26Q1-2900-gdf79404cd8, Yosys 0.63+post, stock flow scripts
make -C /OpenROAD-flow-scripts/flow DESIGN_CONFIG=/design/flow/config.mk WORK_HOME=/design/flow/orfs finish
==> flow/config.mk <==
export PLATFORM = sky130hd
export DESIGN_NAME = fetchflare_bram_based_fifo
export DESIGN_NICKNAME = fetchflare_bram_based_fifo
export VERILOG_FILES = /design/flow/design.v
export SDC_FILE = /design/flow/constraint.sdc
export NUM_CORES = 4
export LEC_CHECK = 1
export CORE_UTILIZATION = 30
==> flow/constraint.sdc <==
current_design fetchflare_bram_based_fifo

set clk_period 151.9
set clk_io_pct 0.2

create_clock -name clk0 -period $clk_period [get_ports {clk}]

set non_clock_inputs [all_inputs -no_clocks]
set_input_delay [expr $clk_period * $clk_io_pct] -clock clk0 $non_clock_inputs
set_output_delay [expr $clk_period * $clk_io_pct] -clock clk0 [all_outputs]
==> notes.md <==
Flow results follow.

Counting the warning lines in the Yosys log gives 2. The number of detailed-route iterations in the first pass is 5. In this run the horizontal extent of the chip is 582.3 µm. The post-cts sizing count is 0. Detailed routing inserted a total of 45.21k vias. The largest net degree at the start of global routing is 88.

The floorplan step defined a core boundary enclosing ~330000 µm². After synthesis, the largest area contributor takes up 80.84% of total cell area. Across all stage logs, warnings added up to 29.

The data arrival time at the worst-slack endpoint is 33.93 ns. During placement, the flow inserted port buffers numbering 334. The total clock buffers created by CTS is 269.

The setup total negative slack is 0 ns. For this design the top-level I/O count stands at 335. The layout cell share with drive strength beyond 1 is 23.42%. Looking at the critical path, the single cell with the biggest stage delay is buf_4.

The number of buffers on the longest clock path is 4. The maximum fanout count along the critical path is 39. The routed via count divided by cell count is 4.882.

Buffers added to address setup during post-CTS repair amount to 0. For reference, the post-synthesis area per instance comes to 24.26 µm². The worst hold path belongs to the class register to register. The worst register-to-register path begins at rd_ptr[0]. The cell occurring most often along the worst timing path is buf_4. The sequential standard cell area is about 82000 µm². In this run the critical path is formed by clkdlybuf4s50_1 > buf_4 > nand2_1 > nor2_1 > and2_4 > buf_4 > buf_4 > buf_4.

The worst setup path is of the input pin to register kind. The number of design rule violations left after detail routing is 0. The reported leakage power is 0.03601 µW.

Timing would allow up to 29.85 MHz. The flow ran to the end, and the final reports show no timing, DRC or antenna violations. The count of maximum capacitance violations is 0. The total overflow left after global routing is 0. By area the synthesized netlist is led by edfxtp_1, mux4_2, a22oi_1.

The register area share after synthesis is between 80% and 90%. The number of antenna violations at the first check in global routing is 71. The number of cells in Yosys stat is around 4.2k. The count of clock tree sinks is 2733.

The data required time reported for the critical path is 152.32 ns. The finished layout reports a core utilization of 35.41%. The highest ir drop seen on vdd is 0.01290 mV.

The power per cell area is between 10 and 15 nW/µm². The share of the clock period used by the worst path after layout is 22.06%. The mapped netlist covers 101000 µm². The launch point of the worst min-delay path is recorded as depth[2].

The number of instances in the synthesized netlist is 4165. The post-synthesis cell type count is 35. The sum of buffers and inverters on the critical path is 5.

The first element of the critical path is wr_en. The number of global-route vias before repair is 50.55k. Hold timing on the final database bottoms out at a slack of 0.5735 ns. The later pin in the worst-skew pair is clocked with a latency of 0.84 ns.

The timing report attributes the biggest portion of critical-path delay to buffers and inverters. The worst setup path is launched from an input pin. The number of slew-limit violations in the final report is 0. The detailed router finished its first iteration with about 2.8k violations. Setup repair after global routing left no endpoint under its margin. Looking at the max-slew report, the worst-margin pin has a slew of 0.8652 ns. The library cells used most frequently in the layout, excluding fill and tap cells, are edfxtp_1, mux4_2, clkdlybuf4s50_1. The post-synthesis to final-layout area growth is 17.13%. According to the floorplan log, the row count is about 210. The share of the core area taken by cells at floorplan is 30.23%. The longest individual stage delay on the worst path is 0.69 ns. The die height is 582.3 µm. The clock input transition at the sequential cells of the worst setup and hold paths is 0.06 ns.

The layout has approximately 30k filler cells. TritonCTS built the clock tree. The clock root buffer is clkbuf_16. The biggest area contributor in the post-synthesis netlist is edfxtp_1. The number of nets still failing antenna checks after routing is 0. The top cell type in the final layout, fill and taps aside, is edfxtp_1. Hold-check failures listed in the final report amount to 0.

The HPWL after detailed placement is between 100 and 150 mm. The final weighted congestion in routability-driven placement is roughly 0.79. The global-route wire length before repair is 343.6 mm.

The flip-flop and latch count after synthesis is around 2.7k. The worst clock skew is 0.06146 ns. The worst path needs 33.51 ns of the cycle, external delays included. The number of failing setup endpoints in the final timing report is 0. The worst slew margin relative to its limit is 42.18%.

Per the CTS log, the maximum H-tree level is 5. The hold buffer count at cts is 0. The worst reg-to-reg setup slack is 147.27 ns. Total global-route track usage over all layers is 15.03%. The worst setup path is captured at a register.

The combinational gate area is 18080 µm². According to the floorplan report, the total die area is 339100 µm². The routed wire length is 235.8 mm. The stat command in Yosys gives a chip area of 101000 µm². For this sky-water flow run, the detailed-routed wirelength per cell is reported as 25.47 µm.
-- path summary, 6_finish.rpt --
path         cells past startpoint      endpoint
max                              8  queue[6][46]
min                              2      depth[2]
max reg2reg                      7      dout[53]
min reg2reg                      2      depth[2]
-- cells by family (layout without fill, tap and decap cells) --
logic type	after synthesis	in the layout	share of synthesized area, %
AND-OR/OR-AND	336	336	2.480
multiplexers	644	644	14.31
flip-flops	2733	2733	81.10
buffers and inverters	223	921	1.066
AND/OR/NAND/NOR	215	215	0.8817
other	0	9	0
adder cells (fa/ha/maj)	10	10	0.1313
XOR/XNOR	4	4	0.03468
-- through the flow --
| step | cells | total power, µW | area (µm²) | worst slack [ns] |
|---|---|---|---|---|
| global placement | 8781 | 948.5 | 109800 | 117.48 |
| finish | 9259 | 1579 | 118300 | 118.39 |
| detailed placement | 8781 | 949.3 | 109800 | 117.54 |
| global route | 9253 | 1631 | 118300 | 118.19 |
| floorplan | 4165 | 905.9 | 101000 | 116.75 |
| CTS | 9250 | 1597 | 118300 | 118.40 |
-- layer usage --
layer  vias to the layer above  routed length, µm  GRT usage [%]
met5                         -                466         0.5528
met4                        40               5036          2.518
met3                       394              36870          11.26
met2                      2754             117600          23.89
met1                     23030              75780          16.30
li1                      18990                  -              -
-- cell usage after synthesis --
library cell / instances
mux4_2: 640
xnor2_1: 1
a211oi_1: 2
a31oi_1: 1
a21o_1: 2
nand3_1: 3
nor3b_1: 1
a22oi_1: 320
nand2_1: 168
a41oi_1: 1
buf_2: 75
mux2_2: 1
xor2_1: 3
edfxtp_1: 2720
mux2i_1: 3
inv_1: 4
o21ai_0: 1
a41o_1: 1
nor4bb_1: 1
or3_1: 2
a211o_1: 1
clkbuf_1: 105
buf_6: 19
nor2_1: 14
buf_1: 19
nor2b_1: 4
a21oi_1: 7
ha_1: 9
nand2b_1: 1
and3_1: 1
nor4_1: 2
and2_1: 18
dfxtp_1: 13
fa_1: 1
buf_4: 1
-- final cells by class --
class                           count  area share [%]
Tap cell                         4387           4.638
Antenna cell                        9         0.01903
Multi-Input combinational cell   1209           15.28
Sequential cell                  2733           69.24
Clock buffer                      328           5.973
Timing Repair Buffer              448           3.616
Inverter                            4         0.01269
Clock inverter                    141           1.216
-- where the power goes --
group | internal (µW) | switching (µW)
clock | 373 | 276
sequential | 843 | 3.99
combinational | 37.7 | 45.6
-- tightest hold or removal path, stage by stage (launching register included) --
cell	delay, ns
dfxtp_1	0.37
a21oi_1	0.09
nor2_1	0.08
-- registers in the layout (all words and copies together), names as in the netlist --
signal,flops
wr_ptr,4
rd_ptr,4
queue,2560
dout,160
depth,5
No activity file was given, so power comes from the tool's default toggle rates.
